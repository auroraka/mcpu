[design/flow/config.mk]
export PLATFORM = sky130hd
export DESIGN_NAME = seg_displayer
export DESIGN_NICKNAME = seg_displayer
export VERILOG_FILES = /design/flow/design.v
export SDC_FILE = /design/flow/constraint.sdc
export NUM_CORES = 4
export LEC_CHECK = 1
export CORE_AREA = 10 10 70 70
export DIE_AREA = 0 0 80 80
[design/flow/constraint.sdc]
current_design seg_displayer

set clk_period 1.5
set clk_io_pct 0.2

create_clock -name clk0 -period $clk_period

set non_clock_inputs [all_inputs -no_clocks]
set_input_delay [expr $clk_period * $clk_io_pct] -clock clk0 $non_clock_inputs
set_output_delay [expr $clk_period * $clk_io_pct] -clock clk0 [all_outputs]
[design/flow/design.v]
module seg_displayer(
	input wire isHex,
	input wire[3:0] num,
	output reg[6:0] seg
);
always @ (*) begin
	if (isHex) begin
		case (num)
			4'b0000:seg<=7'b0111111;
			4'b0001:seg<=7'b0000110;
			4'b0010:seg<=7'b1011011;
			4'b0011:seg<=7'b1001111;
			4'b0100:seg<=7'b1100110;
			4'b0101:seg<=7'b1101101;
			4'b0110:seg<=7'b1111101;
			4'b0111:seg<=7'b0000111;
			4'b1000:seg<=7'b1111111;
			4'b1001:seg<=7'b1101111;
			4'b1010:seg<=7'b1110111;
			4'b1011:seg<=7'b1111100;
			4'b1100:seg<=7'b0001101;
			4'b1101:seg<=7'b0111001;
			4'b1110:seg<=7'b1011110;
			4'b1111:seg<=7'b1111001;
			default:seg<=7'b0000000;
		endcase
	end else begin
		case (num)
			4'b0000:seg<=7'b1111110;
			4'b0001:seg<=7'b0110000;
			4'b0010:seg<=7'b1101101;
			4'b0011:seg<=7'b1111001;
			4'b0100:seg<=7'b0110011;
			4'b0101:seg<=7'b1011011;
			4'b0110:seg<=7'b1011111;
			4'b0111:seg<=7'b1110000;
			4'b1000:seg<=7'b1111111;
			4'b1001:seg<=7'b1110011;
			default:seg<=7'b0000000;
		endcase
	end
end
endmodule
[design/flow/run.sh]
#!/bin/bash
# OpenROAD 26Q1-2900-gdf79404cd8, Yosys 0.63+post, stock flow scripts
make -C /OpenROAD-flow-scripts/flow DESIGN_CONFIG=/design/flow/config.mk WORK_HOME=/design/flow/orfs finish
==> results.txt <==
Implementation status.

- The count of vias placed by the detailed router is 557.
- The detailed-routing iteration count for the pre-antenna-repair pass is 3.
- The total routing usage reported by global routing is 0.0449.
- The worst hold margin is just over 1000 ps.
- After legalization and detailed placement, the total HPWL measured around 1.1 mm.
- The worst setup path is captured at an output port.
- Nets still carrying antenna violations after routing amount to 0.
- By startpoint and endpoint, the worst setup path is classified as in -> out.
- The floorplan report gives the top-level pin count as 12.
- The global-route wire length before repair is between 2 and 2.5 mm.
- Total power for the finished layout comes to around 0.00024 W.
- The initial antenna violation count is 0.
- The sequential element share of the synthesized area is 0.
- The number of design rule violations left after detail routing is 0.
- The leakage component of the power is ~0.37 nW.
- Per the timing report, the biggest fanout along the worst path comes to 4.
- The starting DRC count in detailed routing is 17.
- In the routed netlist, the antenna diode instances number 0.
- OpenROAD emitted warnings numbering 39.
- Data on the critical path is required at its endpoint by 1200 ps.
- The synthesized instance count is 59.
- The sequential cell area is 0 um2.
- For this sky-water flow run, the detailed-routed wirelength per cell is reported as 11.2 um.
- The post-synthesis average cell area is 7.74 um2.
- The time the worst path needs with I/O delays and setup is 1640 ps.
- The setup slack after layout is -136 ps.
- The number of buffers added to fix hold violations after cts is 0.
- The final hold violation count recorded for this run is 0.
- The overall die size recorded for this design is 6400 um2.
- The final weighted congestion recorded by global placement is 0.837.
- According to the floorplan log, the row count is 21.
- The arrival time of the worst setup path is 1340 ps.
- After global routing the overflow that remains totals 0.
- The detailed-route vias per instance is about 4.2.
- OpenSTA, run right after detailed placement, puts the worst setup slack at -1130 ps.
- The sequential cell count of the final layout is 0.
- The power density relative to cell area is 271 nW/um2.
- The count of clock-net buffers in the final layout is 0.
- Looking at area per cell type in the netlist, the leader is sky130_fd_sc_hd__ha_1.
- Measured along the y axis, the die boundary spans 80 um.
- The nature of the critical path startpoint is an input pin.
- The mapped netlist covers 457 um2.
- After detailed routing, the total wire length is between 1.5 and 2 mm.
- The distinct cell type count after synthesis is 33.
- The achievable clock frequency is 611 MHz.
- For this design, Yosys synthesis ends with a cell count of just under 60.
- Yosys attributes the largest share of cell area to sky130_fd_sc_hd__ha_1 16%, sky130_fd_sc_hd__nand2b_1 6.8%, sky130_fd_sc_hd__a21oi_1 5.5%.
- The most common logic cells in the final layout are 14 x sky130_fd_sc_hd__buf_4, 9 x sky130_fd_sc_hd__buf_2, 9 x sky130_fd_sc_hd__buf_6, 6 x sky130_fd_sc_hd__ha_4, 5 x sky130_fd_sc_hd__nand2b_1.
- The chip width is about 80 um.
- Per the slew report, the remaining headroom to the max-slew limit stands at 0.859.
- For this run, the chip area from Yosys synthesis comes to 457 um2.
- The worst hold-check path type is in -> out.
- The final number of max-transition violations is 0.
- The share of the synthesized area in the top cell type is 0.164.
- The final reports fail on negative setup slack.
- The routing usage on met3 is 0.00227.
- Of the cells placed in the final design, the portion with a size suffix greater than 1 is 0.602.
- The count of port buffers added during placement is 12.
- Between the synthesized netlist and the finished layout, the area growth was recorded as 97.5%.
- In the finished design, the share of the clock period the worst path needs comes to 1.09.
- The core utilization before placement is 0.134.
- The number of global-route vias before repair is 566.
- Across the run, the number of max-cap violations was 0.
- The global router reports that the layer with the highest usage is met2.
- In this run the standard cell core region covers 3420 um2.
- The total number of yosys warnings is 1.
- The run finished, with violations left.
- Entering global routing, the biggest net connects 11 pins.
- In the global route stage, met1 resource usage came out at 0.0529.
- The slew at the pin closest to its max-slew limit is 210 ps.
- The maximum VDD drop is between 100 and 150 uV.
- Setup repair after global routing could not meet its margin everywhere.
- For met2 alone, demand over resource in global routing was 0.0899.
- Per the layout report, the design carries 360 filler cells.
- For this run, the final setup violation count is recorded as 6.
- Among logic cells in the layout, the one with the most instances is sky130_fd_sc_hd__buf_4.
-- stage by stage --
stage / cells / setup TNS, ps / area [um2] / utilization
6_report: 134 / -529 / 902 / 0.264
5_1_grt: 134 / -788 / 902 / 0.264
4_1_cts: 134 / -638 / 892 / 0.261
3_5_place_dp: 128 / -7030 / 719 / 0.211
3_3_place_gp: 128 / -7130 / 719 / 0.211
2_1_floorplan: 59 / 0 / 457 / -
-- final cells by class --
class | count | area, um2 | area share
inverter | 3 | 23.8 | 0.0264
timing repair buffer | 35 | 307 | 0.340
tap | 46 | 57.6 | 0.0638
multi-input combinational | 50 | 514 | 0.570
-- power breakdown --
part / internal (W) / switching [W]
Clock: 0 / 0
Combinational: 0.000142 / 0.000102
Sequential: 0 / 0
Total: 0.000142 / 0.000102
-- synthesized netlist by cell type, drive strengths merged --
master   n
o21ba    1
nor2     2
ha       6
o2bb2ai  1
and2b    1
nand3b   3
nor2b    2
inv      3
a21oi    5
o32ai    1
a22oi    1
a221o    1
o22a     1
o31ai    1
mux4     1
a31oi    1
and2     1
clkbuf   1
nand2b   5
buf      5
a211oi   2
and3     1
a21o     1
nand3    1
or2b     1
a211o    1
o21ai    3
o32a     1
xor2     1
o211ai   1
o22ai    1
mux2i    2
-- metal layers --
layer / wire length [um] / up-vias
met5: 0 / -
met4: 0 / 0
met3: 16 / 0
met2: 779 / 4
met1: 711 / 270
li1: - / 283
-- cells by family (layout without fill, tap and decap cells) --
kind of cell,after synthesis,after routing,share of synthesized area
adder cells (fa/ha/maj),6,6,0.164
buffers and inverters,9,38,0.118
AND-OR/OR-AND,23,23,0.367
XOR/XNOR,1,1,0.0192
multiplexers,3,3,0.0931
AND/OR/NAND/NOR,17,17,0.238
-- final timing paths --
| path | start | to | slack [ps] | cells past startpoint |
|---|---|---|---|---|
| min | isHex | seg[1] | 1040 | 4 |
| max | num[0] | seg[0] | -140 | 6 |
-- worst max-delay path, cell delays in order --
cell and delay [ps]:
sky130_fd_sc_hd__buf_12 100, sky130_fd_sc_hd__inv_8 40, sky130_fd_sc_hd__ha_4 150, sky130_fd_sc_hd__mux4_2 470, sky130_fd_sc_hd__a22oi_2 160, sky130_fd_sc_hd__buf_2 110
-- repair_timing --
item / CTS / global route
endpoints found under the setup margin: 7 / 6
resized: 86 / 3
gates cloned: 0 / 0
buffers inserted: 6 / 0
pin swaps: 12 / 5
Power and IR drop assume default switching activity.
