File: /design/flow/config.mk
export PLATFORM = sky130hd
export DESIGN_NAME = mem_wb
export DESIGN_NICKNAME = mem_wb
export VERILOG_FILES = /design/flow/design.v
export SDC_FILE = /design/flow/constraint.sdc
export NUM_CORES = 4
export LEC_CHECK = 1
export CORE_AREA = 10 10 70 70
export DIE_AREA = 0 0 80 80
File: /design/flow/run.sh
#!/bin/bash
# OpenROAD 26Q1-2900-gdf79404cd8, Yosys 0.63+post, stock flow scripts
make -C /OpenROAD-flow-scripts/flow DESIGN_CONFIG=/design/flow/config.mk WORK_HOME=/design/flow/orfs finish
File: /design/flow/design.v
module mem_wb(
	input wire clk,
	input wire rst,
	input wire[16-1:0] mem_wdata,
	input wire[4-1:0] mem_waddr,
	input wire mem_we,	
	output reg[16-1:0] wb_wdata,
	output reg[4-1:0] wb_waddr,
	output reg wb_we
);
always @ (posedge clk or negedge rst) begin
	if (rst == 1'b0) 
	begin
		wb_wdata<=16'b0;
		wb_waddr<=16'b0;
		wb_we<=1'b1;
	end
	else
	begin
		wb_waddr<=mem_waddr;
		wb_wdata<=mem_wdata;
		wb_we<=mem_we;
	end
end
endmodule
File: /design/flow/constraint.sdc
current_design mem_wb

set clk_period 1.2
set clk_io_pct 0.2

create_clock -name clk0 -period $clk_period [get_ports {clk}]

set non_clock_inputs [all_inputs -no_clocks]
set_input_delay [expr $clk_period * $clk_io_pct] -clock clk0 $non_clock_inputs
set_output_delay [expr $clk_period * $clk_io_pct] -clock clk0 [all_outputs]
==> run_results.csv <==
group,metric,value,unit
run_status,run_status,"complete, no violations",
logic_synthesis,synth_cell_types,2,
timing,hold_viol_final,0,
pwr,leakagePower,0.460,nW
flow_run,warning_count,25,
clock_tree,cts_root_buffer,"clkbuf_4",
critical_path,startpoint_type,"flop",
critical_path,cpMaxStageDelayCell,"dfrtp_1",
clock_tree,cts_inserted_buffers,3,
clock_tree,post_cts_buffers,0,
flow_run,drv_cap,0,
logic_synthesis,synthArstFlopShare,100,%
grt,grt_usage,4.54,%
pwr,peakVddDrop,0.430,mV
logic_synthesis,compound_area_share,0,%
critical_path,path_cells,"dlygate4sd2_1",
logic_synthesis,numSynthFlops,21,
logic_synthesis,ff_type,"dfrtp_1",
finish,area_delta_synth_final,96.9,%
route,num_antenna_cells,0,
floorplan,initCoreUtil,15.4,%
logic_synthesis,ys_cells,21,
route,dr_total_vias,352,
logic_synthesis,yosysChipArea,527,um^2
finish,final_cells,115,
floorplan,die_area,6400,um^2
logic_synthesis,syn_avg_cell_area,25.1,um^2
critical_path,crit_type,"reg -> out",
grt,grt_overflow,0,
clock_tree,clock_path_buffers,2,
critical_path,cp_data_required_time,960,ps
clock_tree,tritoncts,"yes",
timing,worstMarginPinSlew,118,ps
route,drt-initial-drc-count,1,
grt,grt_max_degree,22,
logic_synthesis,synthTopCellsByArea,"dfrtp_1 (95%), dfstp_2 (5.0%)",
critical_path,slowest_delay,380,ps
logic_synthesis,ys_seq_share,100,%
logic_synthesis,mux_share,0,%
route,via_per_inst,3.06,
logic_synthesis,top_area_cell,"dfrtp_1",
logic_synthesis,synth_top_area_share,95.0,%
finish,comb_area,0,um^2
route,ant_nets,0,
logic_synthesis,edf_count,0,
critical_path,critical_path.top_delay_family,"flip-flops",
placed_design,globalplace.congestion,0.754,
logic_synthesis,yosys.area_share.adder,0,%
timing,finalCriticalPeriod,1150,ps
timing,setup_violations,0,
critical_path,cp.arrival,910,ps
timing,fin_crit_sh,95.6,%
floorplan,pin_count,44,
clock_tree,cts-htree-levels,1,
critical_path,worstPathMaxFanout,1,
placed_design,port_buffers,43,
floorplan,core.rowCount,21,
logic_synthesis,ys_warn_count,1,
timing,slew_headroom,92.1,%
clock_tree,clk_pin_slew,100,ps
floorplan,die_y,80,um
route,drt-total-wl,1460,um
timing,setup_tns,0,ps
critical_path,critical_path.n_buffers_inverters,1,
clock_tree,clkSinkCount,21,
timing,max_freq,872,MHz
logic_synthesis,top_cells_by_count,"dfrtp_1 (20), dfstp_2 (1)",
grt,grt_first_pass_wirelength,2190,um
placed_design,dp_cells,111,
timing,finalMaxSlewViolations,0,
timing,rsz0062_at_grt,"false",
worst_hold_path,hold_class,"in -> async",
finish,nFillCells,344,
floorplan,coreArea,3420,um^2
logic_synthesis,synth.most_common_cell,"dfrtp_1",
route,wl_per_cell,12.7,um
finish,flop_area,527,um^2
logic_synthesis,synthCells,21,
critical_path,critical_path_depth,1,
grt,grt_pass1_vias,400,
finish,logic_gates,0,
logic_synthesis,ys_sh_simple,0,%
clock_tree,ctsHoldBuffers,0,
logic_synthesis,syn_area,527,um^2
critical_path,cp-end-kind,"output pin",
route,drc,0,
route,dr.pass1.iters,2,
pwr,p_per_area,1150,nW/um^2
logic_synthesis,synth.cellmix.xorXnorShare,0,%
floorplan,die_w,80,um
grt,antenna_found_initial,0,
finish,drive_gt1_share,8.70,%
## path summary, 6_finish.rpt
| check | startpoint | endpoint | slack (ps) |
|---|---|---|---|
| min | rst | wb_wdata[11] | 290 |
| min in group clk0 | mem_we | wb_we | 360 |
| max | wb_wdata[0] | wb_wdata[0] | 50 |
| max in group asynchronous | rst | wb_we | 700 |
## power breakdown
| part | total (mW) | internal (mW) | leakage (nW) | switching (mW) |
|---|---|---|---|---|
| Clock | 0.312 | 0.129 | 0.0150 | 0.183 |
| Combinational | 0.132 | 0.103 | 0.201 | 0.0296 |
| Sequential | 0.751 | 0.744 | 0.244 | 0.00762 |
## final cells by class
class                 instances  share of cell area [%]
sequential                   21                    50.8
tap                          46                    5.55
timing repair buffer         44                    41.1
clock buffer                  4                    2.53
## placed cells by master (no fill, tap or decap)
master / instances
clkbuf_4: 3
dlygate4sd2_1: 15
dfstp_2: 1
buf_2: 1
clkdlybuf4s50_1: 22
clkdlybuf4s15_1: 5
dfrtp_1: 20
clkbuf_1: 1
buf_12: 1
## logic make-up after synthesis
family,Yosys count
flops,21
## stage by stage
step / hold WS [ps] / worst slack [ps] / utilization [%] / total power [mW] / cell area, um^2
after global routing: 289 / 2.43 / 30.4 / 1.27 / 1040
after floorplan: -55.6 / 486 / - / 0.757 / 527
after detailed placement: 604 / 9.35 / 30.3 / 0.927 / 1030
after global placement: 604 / 5.13 / 30.3 / 0.926 / 1030
final: 290 / 52.7 / 30.4 / 1.20 / 1040
after CTS: 278 / 21.8 / 30.2 / 1.23 / 1030
## metal layers
| layer | wire length (um) | global-route usage [%] | vias up | share of wire [%] |
|---|---|---|---|---|
| met2 | 645 | 6.34 | 27 | 44 |
| met5 | 0 | 0 | - | 0 |
| li1 | - | - | 160 | - |
| met3 | 261 | 4.09 | 2 | 18 |
| met1 | 541 | 5.24 | 163 | 37 |
| met4 | 12 | 0.528 | 0 | 0.82 |
## what timing repair did
item                       4_1_cts  5_1_grt
resized                         23        5
pin swaps                        0        0
setup endpoints to repair       21        5
## registers in the layout, summed over array words and instances (netlist names)
signal    count
wb_wdata     16
wb_waddr      4
wb_we         1
Power and IR drop assume default switching activity.
