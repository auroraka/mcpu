[flow/config.mk]
export PLATFORM = sky130hd
export DESIGN_NAME = ex_mem
export DESIGN_NICKNAME = ex_mem
export VERILOG_FILES = /design/flow/design.v
export SDC_FILE = /design/flow/constraint.sdc
export NUM_CORES = 4
export LEC_CHECK = 1
export CORE_UTILIZATION = 30
[flow/constraint.sdc]
current_design ex_mem

set clk_period 1.0
set clk_io_pct 0.2

create_clock -name clk0 -period $clk_period [get_ports {clk}]

set non_clock_inputs [all_inputs -no_clocks]
set_input_delay [expr $clk_period * $clk_io_pct] -clock clk0 $non_clock_inputs
set_output_delay [expr $clk_period * $clk_io_pct] -clock clk0 [all_outputs]
[flow/design.v]
module ex_mem(
	input wire clk,
	input wire rst,
	input wire[1:0] ex_memrw,
	input wire[16-1:0] ex_memaddr,
	input wire[16-1:0] ex_memdata,
	input wire[16-1:0] ex_wdata,
	input wire[4-1:0] ex_waddr,
	input wire ex_we,
	output reg[16-1:0] mem_wdata,
	output reg[4-1:0] mem_waddr,
	output reg[1:0] mem_memrw,
	output reg[16-1:0] mem_memaddr,
	output reg[16-1:0] mem_memdata ,
	output reg mem_we
);
always @ (posedge clk or negedge rst) begin
	if (rst == 1'b0) 
	begin
		mem_wdata<=16'b0;
		mem_waddr<= 4'b0 ;
		mem_we<=1'b1;
		mem_memrw <= 2'b00 ;
		mem_memaddr <= 16'b0 ;
		mem_memdata <= 16'b0 ;
	end
	else
	begin
		mem_waddr<=ex_waddr;
		mem_wdata<=ex_wdata;
		mem_we<=ex_we;
		mem_memrw <= ex_memrw ;
		mem_memaddr <= ex_memaddr ;
		mem_memdata <= ex_memdata ;
	end
end
endmodule
[flow/run.sh]
#!/bin/bash
# OpenROAD 26Q1-2900-gdf79404cd8, Yosys 0.63+post, stock flow scripts
make -C /OpenROAD-flow-scripts/flow DESIGN_CONFIG=/design/flow/config.mk WORK_HOME=/design/flow/orfs finish
==> results.txt <==
yosys + openroad results -> status complete, but fails checks, failing checks hold timing, setup timing, CTS sink cnt 55, die extent in x between 60 and 70 um, HP Class input port to async pin, largest net degree at the start of global routing between 50 and 60, Synth mux share 0%, met2 usage between 15 and 20%, Startpoint Class flop, FF/Latch Area between 1000 and 1500 um2, First DRT Iteration DRCs 29, met3 GRT Util under 10%, critical path type flop to output pin, die area slightly below 5000 um2, final WL 2800 um, worst-path fanout max 1, cell family with most CP delay flip-flops, Tmin final roughly 1.1 ns, Final Cell Area between 2000 and 2500 um2, Worst Path Arrival approximately 0.89 ns, worst slew pin tran around 0.27 ns, fp util a little under a third, MI comb cells 0, worst path bufs/invs 1, total number of yosys warnings 1, Slew HR between 80% and 90%, Max Clk Rate between 900 and 1000 MHz, I/O Pins between 100 and 150, core area roughly 4400 um2, Finished Core Util roughly 54%, port bufs approximately 110, Max Slew Vio Count 0, placed cell areas around 2600 um2, Cell Type Count 2, num rows 24, critical path required time ~0.8 ns, endpoints failing setup 1, critical path capture point type output pin, Complex Gates by Area 0%, average routed wire per standard cell ~12 um, clk root buf clkbuf_8, met1 Use GR 19.1%, total congestion overflow 0, area grow syn2layout 72.4%, worst setup margin -0.0890 ns, worst-path cell chain buf_2, CTS Buf Count 5, DR DRC count 0, initial antenna violation count 0, YS chip area 1380 um2, CTS tree done, leak pwr 1.13 nW, ys cells about 55, count of final hold-check violations approximately 54, GRT Overall Usage between 10% and 20%, number of global-route vias before repair roughly 890, xor/xnor share 0%, layout cells sized above 1 36.6%, Yosys top cell by area dfrtp_1, busiest grt layer met1, Logic area 0 um2, Worst path slowest cell dfstp_2, Final period util 109%, via count 892, clk buf depth 2, crit path launch mem_we, number of diodes 0, worst ir drop on vdd between 900 and 1000 uV, routability congestion estimate slightly above 0.7, end of the critical path mem_we, Via density approximately 3.9, syn avg cell area 25.0 um2, WHS -0.114 ns, Finished Layout Cells about 230, pre-CTS WS -0.135 ns, tally of filler cells in the layout roughly 380, dpl cells ~220, htree depth 2, slowest cell delay on critical path about 0.52 ns, Clock transition at path regs about 0.090 ns, DR pass1 iterations 4, PwrDens 1610 nW/um2, Crit. path cell count 1, Adder Area Share 0%, post-route ant nets 0, synthesized instance count 55, sequential element share of the synthesized area around 100%, top cells, area dfrtp_1 98%, dfstp_2 1.9%, die height about 70 um, wire length of the first global-routing pass between 4000 and 5000 um, Synth Cell Area 1380 um2, max-cap viol count 0, and+or+nand+nor area frac 0%, tool warnings 29, Yosys reg bits 55, RSZ-0062 raised after global routing yes, Largest type area fraction between 90% and 100%
[worst min-delay path by stage]
stage / start / to / depth (start not counted)
global route: rst / mem_memdata[15] / 2
CTS: rst / mem_memdata[15] / 2
finish: rst / mem_wdata[14] / 2
[cell type report]
type	instances	share of cell area, %
flip-flops and latches	55	58.0
repair buffers	112	35.8
clock buffers	7	3.21
well taps	52	2.74
clock inverters	1	0.211
[per-layer routing]
layer / routed length (um) / vias to the layer above
met5: 0 / -
met4: 56 / 0
met3: 388 / 5
met2: 1210 / 70
met1: 1140 / 414
li1: - / 403
[Yosys cell counts, drive strengths merged]
library cell	n
dfrtp	54
dfstp	1
[cell usage in the layout, fill, tap and decap left out, drive strengths merged]
master / n
clkdlybuf4s50: 55
dfrtp: 54
clkbuf: 7
dfstp: 1
buf: 57
clkinv: 1
[cells by family after synthesis]
family  Yosys count
flops            55
[sequential cells by signal (all words and copies together), names as in the netlist]
register and cells:
mem_memdata 16, mem_memaddr 16, mem_waddr 4, mem_memrw 2, mem_wdata 16, mem_we 1
[power breakdown]
group | internal [mW] | switching (mW) | leakage, nW | total [mW]
clock network | 0.492 | 0.630 | 0.0422 | 1.12
logic | 0.264 | 0.0808 | 0.445 | 0.345
registers | 2.33 | 0.0228 | 0.640 | 2.36
total | 3.09 | 0.734 | 1.13 | 3.82
[per-stage QoR]
step                      TNS [ns]  power [mW]
after CTS                   -0.108        3.89
after floorplan                  0        2.38
after global placement      -0.138        2.87
after global routing        -0.878        4.04
after detailed placement    -0.135        2.87
final                      -0.0890        3.82
[timing repair]
item                                    4_1_cts  5_1_grt
resized                                     165        0
endpoints found under the hold margin        54       54
endpoints found under the setup margin       55       50
setup buffers                                 0        0
No activity file was given, so power comes from the tool's default toggle rates.
